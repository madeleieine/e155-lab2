==> design.v <==
module seven_segment_display(
	input logic [3:0] s,
	output logic [6:0] seg
);
	always_comb
		case(s) 
			4'b0000: seg = 7'b0000001;  
			4'b0001: seg = 7'b1001111;  
			4'b0010: seg = 7'b0010010;  
			4'b0011: seg = 7'b0000110;  
			4'b0100: seg = 7'b1001100;  
			4'b0101: seg = 7'b0100100;  
			4'b0110: seg = 7'b0100000;  
			4'b0111: seg = 7'b0001111;  
			4'b1000: seg = 7'b0000000;  
			4'b1001: seg = 7'b0001100;  
			4'b1010: seg = 7'b0001000;  
			4'b1011: seg = 7'b1100000;  
			4'b1100: seg = 7'b0110001;  
			4'b1101: seg = 7'b1000010;  
			4'b1110: seg = 7'b0110000;  
			4'b1111: seg = 7'b0111000;  
			default: seg = 7'b1111111;  
		endcase
endmodule
==> run.sh <==
#!/bin/bash
# OpenROAD 26Q1-2900-gdf79404cd8, Yosys 0.63+post, stock flow scripts
make -C /OpenROAD-flow-scripts/flow DESIGN_CONFIG=/design/flow/config.mk WORK_HOME=/design/flow/orfs finish
==> config.mk <==
export PLATFORM = sky130hd
export DESIGN_NAME = seven_segment_display
export DESIGN_NICKNAME = seven_segment_display
export VERILOG_FILES = /design/flow/design.v
export SDC_FILE = /design/flow/constraint.sdc
export NUM_CORES = 4
export LEC_CHECK = 1
export CORE_AREA = 10 10 70 70
export DIE_AREA = 0 0 80 80
==> constraint.sdc <==
current_design seven_segment_display

set clk_period 1.4
set clk_io_pct 0.2

create_clock -name clk0 -period $clk_period

set non_clock_inputs [all_inputs -no_clocks]
set_input_delay [expr $clk_period * $clk_io_pct] -clock clk0 $non_clock_inputs
set_output_delay [expr $clk_period * $clk_io_pct] -clock clk0 [all_outputs]
==> datasheet_impl.txt <==
Physical design parameters

Parameter                              Value

Place
  Number of cells in the design after placement .................. around 110
  Number of port buffers .................. 11
  Last weighted congestion value of the routability-driven placer .................. around 0.67
  Post-DP HPWL .................. 723 µm
  Place WS .................. -0.971 ns

Routing
  Routed wire length .................. roughly 980 µm
  Number of violations reported at the end of detailed-routing iteration 0 .................. 18
  Count of antenna-violating nets left after detailed routing .................. 0
  First-pass DRT Iterations .................. 4
  Antenna Diode Count .................. 0
  Via-per-instance ratio .................. between 3 and 4
  Vias .................. about 360
  Number of design rule violations left after detail routing .................. 0
  Routed len/inst .................. 9.25 µm

Global routing
  Via count of the first global-routing pass .................. around 360
  First-pass GRT wire length .................. around 1.7 mm
  Antenna violations before repair .................. 0
  GR Overflow Total .................. 0
  Overall Global Routing Usage .................. ~3.0%
  Pin count of the biggest net entering global routing .................. 8

Synth
  Gate count after technology mapping .................. 38
  Sequential element share of the synthesized area .................. 0%
  Area figure in the yosys stat output .................. 265 µm²
  Yosys Warn Count .................. 1
  Number of different library cells in the post-synthesis netlist .................. 19
  Average cell area after synthesis .................. 6.98 µm²
  Mapped Area .................. about 270 µm²
  Yosys stat cell total .................. 38

Layout
  Final non-filler cell total .................. 106
  Storage element area .................. 0 µm²
  Fraction of final layout cells with drive strength greater than 1 .................. a little over three fifths
  Most used logic cell in the final layout .................. buf_4
  Final core utilization .................. 17.1%
  Top Layout Cells .................. buf_4 (11), buf_2 (7), nor2_1 (5)
  Flip-flops .................. 0
  P&R area growth vs syn .................. 120%
  Clock buffers .................. 0
  Filler cell count .................. between 300 and 400

Flow run
  Max Cap Viol .................. 0
  Number of OpenROAD warnings .................. 39

Critical path
  Startpoint Class .................. input port
  Category of the critical setup timing path .................. input port to output pin
  Crit path max fanout .................. 3
  Worst endpoint required time .................. roughly 1.1 ns
  Type of element capturing the critical path .................. output pin
  Data arrival time of the critical path .................. ~1.2 ns

Pwr
  Worst voltage drop across the vdd grid .................. roughly 0.000048 V
  Areal power density over the cells .................. approximately 270 nW/µm²
  Leakage power figure .................. about 0.25 nW

Floorplan
  Die outline height .................. about 80 µm
  Die span in x .................. 80 µm
  Floorplan die area .................. about 6400 µm²
  Floorplan core area .................. around 3400 µm²
  Floorplan utilization .................. under 10%
  Core Rows .................. 21
  IO Count .................. 11

STA
  Final period util .................. 102%
  Number of pins exceeding their max-slew limit in the final report .................. 0
  Minimum period implied by the final worst setup slack .................. around 1.4 ns
  Hold_ws .................. roughly 1.0 ns
  Final setup slack of the worst path .................. -0.0337 ns
  Endpoints failing setup .................. 2
  Peak clock frequency supported by timing .................. 697 MHz
  Tightest slew margin relative to the limit .................. approximately 87%
  Total count of hold-check failures in the final report .................. 0
  Setup repair after global routing missed its margin .................. true
  Pin slew with the least headroom to its limit .................. 0.188 ns

Status
  Violations in the final reports .................. setup timing
  Status .................. complete, but fails checks

Worst hold path
  Class of the most critical hold timing path .................. input port to output pin
==> synth_stat cells <==
master,number,share of area [%]
ha_1,6,28
nor2_1,6,8.5
o21ai_1,4,7.5
a21oi_1,3,5.7
nand3_1,3,5.7
inv_1,2,2.8
nand2_1,2,2.8
a21boi_1,1,2.8
a22o_1,1,3.3
buf_2,1,1.9
buf_4,1,2.8
inv_2,1,1.4
mux2_2,1,4.2
mux2_4,1,5.7
nor2b_1,1,2.4
o21ai_0,1,1.9
o31ai_1,1,2.8
o32ai_2,1,6.1
or3b_1,1,3.3
==> kinds of logic (layout without fill, tap and decap cells) <==
group	Yosys count	after routing	synth area share, %
buf+inv	5	27	8.96
simple gates	13	13	22.6
fa+ha+maj	6	6	28.3
mux	2	2	9.90
compound gates	12	12	30.2
==> stage by stage <==
step	TNS, ns	area, µm²	power [mW]
3_5_place_dp	-6.15	510	0.144
4_1_cts	-0.0904	583	0.158
6_report	-0.0494	583	0.158
5_1_grt	-0.212	583	0.175
3_3_place_gp	-6.19	510	0.144
2_1_floorplan	0	265	0.0572
==> timing repair <==
action,4_1_cts,5_1_grt
setup endpoints to repair,7,5
resized,64,0
buffers inserted,1,0
cloned,0,0
hold buffers,0,0
pin swaps,2,1
==> area by class of cell <==
| cell class | count | area [µm²] | share of cell area (%) |
|---|---|---|---|
| Multi-Input combinational cell | 33 | 310 | 53.2 |
| Timing Repair Buffer | 24 | 194 | 33.3 |
| Tap cell | 46 | 57.6 | 9.87 |
| Inverter | 3 | 21.3 | 3.65 |
==> power breakdown <==
group	total (mW)	internal (mW)	switching, mW
registers	0	0	0
logic	0.158	0.0899	0.0680
clock network	0	0	0
==> per-layer routing <==
layer	up-vias	GRT usage [%]	wire length [µm]
met3	0	0.341	53
met5	-	0	0
met1	170	3.69	420
li1	178	-	-
met2	8	5.86	506
met4	0	0	0
==> critical path, stage by stage <==
cell	delay, ns
buf_12	0.11
inv_8	0.05
ha_4	0.12
nor2b_2	0.04
or3b_1	0.34
o31ai_1	0.07
buf_2	0.13
==> path summary, 6_finish.rpt <==
path	start	end	slack, ns	cells past startpoint
max	s[1]	seg[6]	-0.03	7
min	s[3]	seg[6]	1.04	3
Power is estimated from default activity; no workload was simulated.
